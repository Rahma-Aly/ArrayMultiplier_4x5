--- ./design.v ---
`timescale 1ns/1ns
interface mult_interface #(parameter INPUT1_WIDTH = 4, INPUT2_WIDTH = 5);
    bit                                   clk;
    bit                                   rst_n;
    logic [INPUT1_WIDTH-1:0]              x;
    logic [INPUT2_WIDTH-1:0]              y;
    logic [INPUT1_WIDTH+INPUT2_WIDTH-1:0] z;    
    default clocking cb_mult @(posedge clk);
        default input #0ns output #10ns;
        output  rst_n;
        output  x,y;
        input   z;
    endclocking
endinterface
module ArrayMultiplier_4x5 (
      input        clk,
      input        rst_n, 
      input  [3:0] x,
      input  [4:0] y,
      output [8:0] z
  );
  wire [8:0] z_internal;
  wire Cout_HA0,Cout_HA1,Cout_HA2,Cout_HA3;
  wire Cout_FA0,Cout_FA1,Cout_FA2,Cout_FA3;
  wire Cout_FA4,Cout_FA5,Cout_FA6;
  wire Cout_FA7,Cout_FA8,Cout_FA9;
  wire HA1_out;
  wire FA0_out,FA1_out,FA2_out,FA3_out,FA4_out,FA5_out,FA6_out;
  assign z_internal[0] = x[0] & y [0];
  half_adder half_adder_instance0(
      .A(x[1]&y[0]),
      .B(x[0]&y[1]),
      .Sum(z_internal[1]),
      .Cout(Cout_HA0)
  );
  full_adder full_adder_instance0(
      .A(x[1]&y[1] ),
      .B(x[0]&y[2]),
      .Cin(Cout_HA0),
      .Sum(FA0_out),
      .Cout(Cout_FA0)
  );
  full_adder full_adder_instance1(
      .A(x[1]&y[2]),
      .B(x[0]&y[3]),
      .Cin(Cout_FA0),
      .Sum(FA1_out),
      .Cout(Cout_FA1)
  );
  full_adder full_adder_instance2(
      .A(x[1]&y[3]),
      .B(x[0]&y[4]),
      .Cin(Cout_FA1),
      .Sum(FA2_out),
      .Cout(Cout_FA2)
  );
  half_adder half_adder_instance1(
      .A(x[1]&y[4]),
      .B(Cout_FA2),
      .Sum(HA1_out),
      .Cout(Cout_HA1)
  );
  half_adder half_adder_instance2(
      .A(x[2]&y[0]),
      .B(FA0_out),
      .Sum(z_internal[2]),
      .Cout(Cout_HA2)
  );
  full_adder full_adder_instance3(
      .A(x[2]&y[1]),
      .B(FA1_out),
      .Cin(Cout_HA2),
      .Sum(FA3_out),
      .Cout(Cout_FA3)
  );
  full_adder full_adder_instance4(
      .A(x[2]&y[2]),
      .B(FA2_out),
      .Cin(Cout_FA3),
      .Sum(FA4_out),
      .Cout(Cout_FA4)
  );
  full_adder full_adder_instance5(
      .A(x[2]&y[3]),
      .B(HA1_out),
      .Cin(Cout_FA4),
      .Sum(FA5_out),
      .Cout(Cout_FA5)
  );
  full_adder full_adder_instance6(
      .A(x[2]&y[4]),
      .B(Cout_HA1),
      .Cin(Cout_FA5),
      .Sum(FA6_out),
      .Cout(Cout_FA6)
  );
  half_adder half_adder_instance3(
      .A(x[3]&y[0]),
      .B(FA3_out),
      .Sum(z_internal[3]),
      .Cout(Cout_HA3)
  );
  full_adder full_adder_instance7(
      .A(x[3]&y[1]),
      .B(FA4_out),
      .Cin(Cout_HA3),
      .Sum(z_internal[4]),
      .Cout(Cout_FA7)
  );
  full_adder full_adder_instance8(
      .A(x[3]&y[2]),
      .B(FA5_out),
      .Cin(Cout_FA7),
      .Sum(z_internal[5]),
      .Cout(Cout_FA8)
  );
  full_adder full_adder_instance9(
      .A(x[3]&y[3]),
      .B(FA6_out),
      .Cin(Cout_FA8),
      .Sum(z_internal[6]),
      .Cout(Cout_FA9)
  );
  full_adder full_adder_instance10(
      .A(x[3]&y[4]),
      .B(Cout_FA6),
      .Cin(Cout_FA9),
      .Sum(z_internal[7]),
      .Cout(z_internal[8])
  );
  DReg #(
      .WIDTH(9)
  ) DReg_instance(
      .clk(clk),
      .rst_n(rst_n),
      .D(z_internal),
      .Q(z)
  );
endmodule 
module DReg #(parameter WIDTH = 9)(
	input                  clk,
	input                  rst_n,
	input  [WIDTH-1:0]     D,
	output reg [WIDTH-1:0] Q
);
	always @(posedge clk or negedge  rst_n) begin
	    if (~rst_n) begin
	        Q <= 'b0;
	    end
	    else begin
	        Q <= D;
	    end    
	end
endmodule
module full_adder(
	input   A,
	input   B,
	input   Cin,
    output  Sum,
    output  Cout
);
assign Sum = A ^ B ^ Cin;
assign Cout = A&B | A&Cin | B&Cin;
endmodule 
module half_adder(
	input   A,
	input   B,
	output  Sum,
	output  Cout
);
	assign Sum  = A ^ B;
	assign Cout = A & B;
endmodule 
--- ./run.sh ---
#!/bin/bash
# OpenROAD 26Q1-2900-gdf79404cd8, Yosys 0.63+post, stock flow scripts
make -C /OpenROAD-flow-scripts/flow DESIGN_CONFIG=/design/flow/config.mk WORK_HOME=/design/flow/orfs finish
--- ./config.mk ---
export PLATFORM = sky130hd
export DESIGN_NAME = ArrayMultiplier_4x5
export DESIGN_NICKNAME = ArrayMultiplier_4x5
export VERILOG_FILES = /design/flow/design.v
export SDC_FILE = /design/flow/constraint.sdc
export NUM_CORES = 4
export LEC_CHECK = 1
export CORE_AREA = 10 10 83 83
export DIE_AREA = 0 0 93 93
export SYNTH_HDL_FRONTEND = slang
--- ./constraint.sdc ---
current_design ArrayMultiplier_4x5

set clk_period 1.0
set clk_io_pct 0.2

create_clock -name clk0 -period $clk_period [get_ports {clk}]

set non_clock_inputs [all_inputs -no_clocks]
set_input_delay [expr $clk_period * $clk_io_pct] -clock clk0 $non_clock_inputs
set_output_delay [expr $clk_period * $clk_io_pct] -clock clk0 [all_outputs]
==> flow_metrics.rpt <==
PHYSICAL IMPLEMENTATION REPORT
----------------------------------------------------
[Run status]
  Outcome ........................ finished with violations
  Failing checks ........................ negative setup slack

[Route]
  Routed WL per cell ........................ 8.43 um
  Wire length after detailed routing ........................ 1.29 mm
  Count of routing violations after the opening detailed-route iteration ........................ 6
  Via count ........................ 413
  Avg Vias per Cell ........................ 2.70
  Diode count ........................ 0
  Number of DRC violations after detailed routing ........................ 0
  Remaining number of nets flagged by the antenna check after routing ........................ 0
  Initial DRT Pass Iterations ........................ 2

[Critical path]
  Cell occurring most often along the worst timing path ........................ sky130_fd_sc_hd__fa_2
  Critical path class ........................ in2reg
  Arrival time at the worst endpoint ........................ 3.87 ns
  Critical path startpoint category ........................ input port
  Slowest library cell on the worst path ........................ sky130_fd_sc_hd__fa_2
  Highest fanout seen on the critical path ........................ 3
  CP Capture Type ........................ flip-flop
  CP bufs+invs ........................ 3
  Max incr delay on CP ........................ 0.54 ns
  Cell family with most CP delay ........................ adder cells
  CP cell instances ........................ buf_8 > and2_4 > ha_4 > fa_2 > inv_2 > fa_1 > fa_2 > fa_2 > fa_2 > inv_2 > fa_2 > fa_2 > fa_1
  Critical path required time ........................ 1.10 ns

[Logic synthesis]
  Yosys warnings ........................ 0
  Chip area line of the yosys report ........................ 642 um2
  Count of library flops with an enable pin ........................ 0
  Cell variety after synth ........................ 6
  Mean cell area of the mapped netlist ........................ 12.1 um2
  Library cell with the highest instance count after synthesis ........................ sky130_fd_sc_hd__and2_1
  Yosys top cell by area ........................ sky130_fd_sc_hd__dfrtp_1
  Commonest cells post-synth ........................ sky130_fd_sc_hd__and2_1 (15), sky130_fd_sc_hd__fa_1 (11), sky130_fd_sc_hd__dfrtp_1 (9), sky130_fd_sc_hd__inv_1 (9), sky130_fd_sc_hd__nand2_1 (5)
  Main synth FF type ........................ sky130_fd_sc_hd__dfrtp_1
  Post-synthesis sequential element count ........................ 9
  Ranking of synthesized cells by area ........................ sky130_fd_sc_hd__dfrtp_1 (35%), sky130_fd_sc_hd__fa_1 (34%), sky130_fd_sc_hd__and2_1 (15%), sky130_fd_sc_hd__ha_1 (7.8%), sky130_fd_sc_hd__inv_1 (5.3%)
  Dominant cell area share ........................ 35.1%
  Mapped Area ........................ 642 um2
  Fraction of the yosys area taken by sequential cells ........................ 35.1%
  Number of cells in the yosys synthesis report ........................ 53
  Cells after Synth ........................ 53
  Async set-or-reset flop fraction in the synthesized netlist ........................ 100%

[Final timing]
  Slew margin rel. ........................ 76.0%
  Transition time of the tightest slew-check pin ........................ 0.359 ns
  Total count of max-transition violations in the final report ........................ 0
  Final critical-path required period ........................ 3.78 ns
  Timing-limited maximum frequency ........................ 265 MHz
  Number of setup violations in the final report ........................ 7
  Number of hold violations in the final report ........................ 0
  Unrepaired setup endpoints after global routing ........................ true
  Post-route fraction of the period consumed by the critical path ........................ 378%
  Slack of the critical path ........................ -2.78 ns

[Place]
  Count of buffers inserted at the top-level ports ........................ 19
  Final GP Congestion ........................ 0.782
  Sum of net half-perimeters after detailed placement ........................ 1.17 mm

[Hold path]
  Cell count of the worst hold path ........................ 2
  Worst-case hold path end point ........................ DReg_instance.Q[0]$_DFF_PN0_
  Hold wc startpoint ........................ x[0]
  Worst hold-check path type ........................ in2reg

[Pwr]
  Static leakage ........................ 0.472 nW
  Overall power ........................ 1.31 mW
  Power density normalized to cell area ........................ 1210 nW/um2
  Worst voltage drop across the vdd grid ........................ 0.463 mV

[GRT]
  Pin count of the biggest net entering global routing ........................ 10
  Number of global-route vias before repair ........................ 477
  Total congestion overflow after global routing ........................ 0
  Number of antenna violations at the first check in global routing ........................ 0
  Wire length of the first global-routing pass ........................ 2.20 mm
  Global router's overall resource usage ........................ 3.13%

[Clock network]
  Clock slew seen by the registers of the worst setup and hold paths ........................ 0.04 ns
  Count of hold buffers inserted by post-cts repair ........................ 0
  Root Driver ........................ sky130_fd_sc_hd__clkbuf_8
  Maximum number of buffers from clock root to sink ........................ 2
  Total clock buffers created by CTS ........................ 3
  TritonCTS clock tree ........................ done
  Clock sink count ........................ 9
  H-Tree Level Count ........................ 1

[Floorplanning]
  Vert. Die Dim ........................ 93 um
  Die Width ........................ 93 um
  Initial cell density of the core ........................ 12.5%
  Number of I/O pins ........................ 20
  Overall die area ........................ 8650 um2
  Placement row count ........................ 26
  Core Box Area ........................ 5140 um2

[Cells and area]
  Largest register FFs ........................ 9
  Combined area of the multi-input logic cells ........................ 445 um2
  Area growth from synthesis to final layout ........................ 69.4%
  Largest registers ........................ DReg_instance.Q x9
  Fraction of final layout cells sized beyond drive strength 1 ........................ 37.3%
  Register bank with the most flops ........................ DReg_instance.Q
  Post-layout util ........................ 21.2%
  Filler cell count in the final layout ........................ 560
  Seq. cell area ........................ 225 um2

[Run]
  Tool warning count ........................ 28
  Count of max-cap constraint violations ........................ 0

----------------------------------------------------
[placed cells by master, fill, tap and decap left out]
cell type,n
sky130_fd_sc_hd__and2_1,12
sky130_fd_sc_hd__and2_4,3
sky130_fd_sc_hd__buf_4,7
sky130_fd_sc_hd__buf_6,3
sky130_fd_sc_hd__buf_8,1
sky130_fd_sc_hd__clkbuf_1,1
sky130_fd_sc_hd__clkbuf_8,3
sky130_fd_sc_hd__clkdlybuf4s15_1,9
sky130_fd_sc_hd__clkdlybuf4s50_1,5
sky130_fd_sc_hd__dfrtp_1,9
sky130_fd_sc_hd__dlygate4sd2_1,1
sky130_fd_sc_hd__fa_1,4
sky130_fd_sc_hd__fa_2,7
sky130_fd_sc_hd__ha_1,1
sky130_fd_sc_hd__ha_4,3
sky130_fd_sc_hd__inv_1,5
sky130_fd_sc_hd__inv_2,4
sky130_fd_sc_hd__nand2_1,5
[per-stage QoR]
| step | TNS [ns] | setup slack (ns) | area [um2] | hold slack (ns) | std cells |
|---|---|---|---|---|---|
| 2_1_floorplan | -13.61 | -2.84 | 674 | -0.0956 | 53 |
| 3_3_place_gp | -17.98 | -3.44 | 997 | 0.495 | 148 |
| 3_5_place_dp | -17.94 | -3.43 | 997 | 0.498 | 148 |
| 4_1_cts | -13.19 | -2.82 | 1080 | 0.211 | 152 |
| 5_1_grt | -13.32 | -2.85 | 1090 | 0.235 | 153 |
| 6_report | -12.97 | -2.78 | 1090 | 0.210 | 153 |
[timing repair]
item,CTS,global route
endpoints found under the setup margin,16,7
gates cloned,0,0
resized,47,1
setup buffers,0,1
hold endpoints to repair,0,0
pin swaps,13,2
[how the worst max path moves through the flow]
stage / from / endpoint / slack (ns) / cells past startpoint
finish: y[1] / DReg_instance.Q[7]$_DFF_PN0_ / -2.78 / 13
global route: y[1] / DReg_instance.Q[7]$_DFF_PN0_ / -2.85 / 13
CTS: y[1] / DReg_instance.Q[7]$_DFF_PN0_ / -2.82 / 13
[routing by layer]
layer	wire length, um	vias up	GRT usage, %
li1	-	213	-
met1	513	184	3.42
met2	495	16	4.32
met3	282	0	2.99
met4	0	0	0.643
met5	0	-	0
[cell families after synthesis]
kind of cell,synth area share (%)
flops,35.1
fa+ha+maj,42.1
simple gates,17.5
buf+inv,5.26
[final cells by class]
class	instances	area share, %
inverters	9	3.11
repair buffers	26	23.0
flip-flops and latches	9	20.7
well taps	70	8.06
clock buffers	4	4.14
multi-input cells	35	41.0
[where the power goes]
group          leakage, nW  switching [mW]  internal, mW
logic                0.339           0.164         0.276
registers            0.110          0.0200         0.453
clock network       0.0228           0.125         0.276
total                0.472           0.309          1.01
Power is estimated from default activity; no workload was simulated.
